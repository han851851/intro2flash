===== flow/config.mk =====
export PLATFORM = sky130hd
export DESIGN_NAME = display_driver
export DESIGN_NICKNAME = display_driver
export VERILOG_FILES = /design/flow/design.v
export SDC_FILE = /design/flow/constraint.sdc
export NUM_CORES = 4
export LEC_CHECK = 1
export CORE_AREA = 10 10 71 71
export DIE_AREA = 0 0 81 81

===== flow/constraint.sdc =====
current_design display_driver

set clk_period 7.9
set clk_io_pct 0.2

create_clock -name clk0 -period $clk_period

set non_clock_inputs [all_inputs -no_clocks]
set_input_delay [expr $clk_period * $clk_io_pct] -clock clk0 $non_clock_inputs
set_output_delay [expr $clk_period * $clk_io_pct] -clock clk0 [all_outputs]

===== flow/design.v =====
module display_driver (
    input  logic [7:0] val_in,    
    output logic [6:0] seg_tens,  
    output logic [6:0] seg_ones   
);
    logic [3:0] tens;
    logic [3:0] ones;
    assign tens = 4'((32'(val_in) / 10) % 10);
    assign ones = 4'(32'(val_in) % 10);
    seven_seg tens_decoder (
        .bcd(tens),
        .seg(seg_tens)
    );
    seven_seg ones_decoder (
        .bcd(ones),
        .seg(seg_ones)
    );
endmodule
module seven_seg (
    input  logic [3:0] bcd,
    output logic [6:0] seg
);
    always_comb begin
        case(bcd)
            4'd0: seg = 7'b1000000;  
            4'd1: seg = 7'b1111001;  
            4'd2: seg = 7'b0100100;  
            4'd3: seg = 7'b0110000;  
            4'd4: seg = 7'b0011001;  
            4'd5: seg = 7'b0010010;  
            4'd6: seg = 7'b0000010;  
            4'd7: seg = 7'b1111000;  
            4'd8: seg = 7'b0000000;  
            4'd9: seg = 7'b0010000;  
            default: seg = 7'b1111111;  
        endcase
    end
endmodule

===== flow/run.sh =====
#!/bin/bash
# OpenROAD 26Q1-2900-gdf79404cd8, Yosys 0.63+post, stock flow scripts
make -C /OpenROAD-flow-scripts/flow DESIGN_CONFIG=/design/flow/config.mk WORK_HOME=/design/flow/orfs finish

==> run summary <==
Physical implementation status

Across all setup checks in the final design, the least slack found is 0.250 ns. In the final layout, the share of cells above drive strength 1 is 0.380. The worst setup path is launched from an input pin. The via count of the first global-routing pass stands at 1,901. The placed cell count stands at 386. The area enclosed by the die boundary stands at 6560 µm². Counting the warning lines in the Yosys log gives 1. The cell area power density stands at 147 nW/µm². Summed over all layers, the routed wires come to 5260 µm.

The via-per-instance ratio stands at 5.71. During I/O placement, the number of pins put on the boundary was 22. The die extent in y stands at 81 µm. In this design, the largest share of critical-path delay is due to buffers and inverters. The worst hold path terminates at seg_ones[0].

According to the report, the first pass of detailed routing completed in 5 iterations. The placement row count stands at 22. The share of the synthesized area in the top cell type stands at 0.103.

The combined flip-flop and latch cell area stands at 0 µm². The share of the clock period used by the worst path after layout stands at 0.968. In the floorplan report the effective utilization is 0.534. Summing all non-filler instances in the final layout gives an area of 2790 µm².

Across all checked pins, the minimum headroom to the slew limit is 0.501. In this run, the number of DRC markers left after iteration 0 of detailed routing was 194. The maximum number of pins on one net before global-route repair stands at 21. In this run the most critical hold path is launched from val_in[0]. Static timing analysis puts the maximum clock frequency at 131 MHz. The weighted congestion reported at the end of routability-driven placement stands at 0.938. The design has 0 sequential cells. The worst setup path is captured at an output pin. IR analysis of the VDD net gives a maximum drop of 114 µV. In the final timing run, aggregate negative setup slack is 0 ns. Summed over all instances, the cell type with the most area after synthesis is ha_1. Counting every instance in the synthesized netlist gives 269. The yosys-reported design area after synthesis stands at 1940 µm².

The floorplan core area stands at 3630 µm². The delay contributed by the slowest stage of the critical path stands at 0.47 ns. The max-capacitance violation count stands at 0. For this run, the final setup violation count is recorded as 0.

The combined global-route utilization of all metal layers stands at 0.155. The global-route wire length before repair stands at 8800 µm. The worst hold path belongs to the class input pin to output pin.

Per the cell usage report, the commonest logic cell in the layout is buf_4. For this design, the slowest cell found on the critical path is clkdlybuf4s50_1. Per the GRT congestion report, total overflow comes to 0. The buffer_ports step reported a buffer count of 22.

After layout, the clock buffer instance count stands at 0. Ranked by total cell area, the synthesized netlist is headed by ha_1 10%, mux2i_1 5.2%, o211ai_1 5.0%, o21ai_0 4.6%, a21oi_1 4.1%. Per the detailed placement report, the placed cell area equals 2570 µm². For this run, design rule violations remaining after detail routing come to 0. The routed layout has 2,244 vias. The number of hold violations in the final report stands at 0. TritonRoute output was used to compute an average wire per cell of 13.4 µm. Note, the detailed placer reported a final HPWL of 4000 µm.

The area growth from synthesis to layout stands at 43.8%. The initial antenna violation count stands at 0. For reference, the final report shows the max-slew violation count at 0.

The library cells used most frequently in the layout, excluding fill and tap cells, are 69 x buf_4, 18 x nand2_1, 17 x o21ai_0, 17 x nor2_1, 15 x clkdlybuf4s50_1. The data arrival time reported for the critical path is 6.07 ns. The final report lists a non-filler cell total of 393. Logged for this run, the post-placement worst setup slack is -0.114 ns.

The slew at the pin closest to its max-slew limit stands at 0.743 ns. In this run the cell area of the synthesized design comes to 1940 µm². The worst endpoint required time stands at 6.32 ns. Along the worst hold path, the cell count comes to 5. The run finished with clean final reports. By instance count, the cell type seen most on the critical path is buf_4.

The worst-path maximum fanout stands at 4. Listed in order, past its start point the critical path passes clkdlybuf4s50_1 -> inv_1 -> ha_1 -> or2_4 -> ha_4 -> nand2b_4 -> buf_4 -> o21ai_4 -> a21oi_1 -> nor4b_4 -> a22oi_2 -> inv_2 -> buf_4 -> nand3_2 -> o2111ai_4 -> nor2_8 -> xnor2_2 -> buf_4 -> ha_2 -> inv_1 -> or2_2 -> a21oi_2 -> o21ai_0 -> clkdlybuf4s50_1. The reported leakage power stands at 1.22 nW. Together, buffers and inverters on the worst path number 8. The average size of a mapped cell stands at 7.21 µm².

The count of different cell masters after synthesis stands at 69. The number of antenna diodes in the final layout is 0. The sequential share of the synthesized area stands at 0.

The yosys stat cell total stands at 269. The die is 81 µm wide. The final critical-path required period stands at 7.65 ns. For reference, the most critical setup path is categorized as input pin to output pin. The number of logged tool warnings stands at 43. The remaining antenna violation count after routing stands at 0.
==> layer usage <==
metal | share of wire | up-vias | wire length (µm) | track usage
met5 | 0 | - | 0 | 0
met4 | 0 | 0 | 0 | 0.00519
met3 | 0.058 | 0 | 307 | 0.00891
met2 | 0.42 | 54 | 2220 | 0.229
met1 | 0.52 | 1018 | 2730 | 0.251
li1 | - | 1172 | - | -
==> per-stage QoR <==
stage          hold slack, ns  utilization  total power, mW
2_1_floorplan            3.46            -            0.221
3_3_place_gp             4.41        0.708            0.386
3_5_place_dp             4.41        0.708            0.385
4_1_cts                  4.41        0.725            0.395
5_1_grt                  4.23        0.768            0.455
6_report                 4.15        0.768            0.410
==> tightest hold or removal path: stages <==
cell             delay [ns]
clkdlybuf4s50_1        0.45
ha_2                   0.23
inv_2                  0.07
o221ai_1               0.11
dlymetal6s2s_1         0.14
==> kinds of logic after synthesis <==
| family | synth area share |
|---|---|
| multiplexers | 0.0903 |
| adder cells (fa/ha/maj) | 0.103 |
| buffers and inverters | 0.0980 |
| AND/OR/NAND/NOR | 0.251 |
| AND-OR/OR-AND | 0.407 |
| XOR/XNOR | 0.0496 |
==> worst max path at each step <==
stage	start	slack, ns	depth (start not counted)	end
4_1_cts	val_in[6]	0.01	23	seg_tens[1]
5_1_grt	val_in[6]	-0.05	23	seg_tens[6]
6_report	val_in[6]	0.25	24	seg_ones[1]
==> synth_stat cells, drive strengths merged, types with 2 or more instances <==
cell,count
nor2b,2
nand4,2
clkbuf,5
nor2,22
xnor2,8
a32oi,2
nand2b,6
or2,5
nand2,19
a2bb2oi,3
buf,10
a2111oi,2
a21o,6
a211oi,5
nand3,10
nand3b,4
nor3,7
o2111ai,3
o22ai,3
o211ai,14
and3,5
o31ai,2
mux2,6
inv,20
and2,3
a22oi,3
mux2i,10
o21ai,23
o21a,3
o21bai,3
a21oi,18
ha,16
a31oi,3
o221ai,2
==> where the power goes <==
part | switching [mW] | leakage [nW] | total [mW] | internal, mW
logic | 0.184 | 1.22 | 0.410 | 0.226
registers | 0 | 0 | 0 | 0
clock network | 0 | 0 | 0 | 0
==> cell type report <==
type                            count  area, µm²
Fill cell                         272        843
Timing Repair Buffer               91        752
Multi-Input combinational cell    234       1900
Tap cell                           48       60.1
Inverter                           20       75.1
==> what timing repair did <==
action | 4_1_cts | 5_1_grt
gates resized | 11 | 34
endpoints found under the setup margin | 11 | 14
buffers inserted | 3 | 4
pin swaps | 7 | 16
hold buffers | 0 | 0
Power figures rest on the tool's default switching activity, not on a simulated workload.
