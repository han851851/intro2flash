`design/flow/config.mk`:
```
export PLATFORM = sky130hd
export DESIGN_NAME = toggle_bank
export DESIGN_NICKNAME = toggle_bank
export VERILOG_FILES = /design/flow/design.v
export SDC_FILE = /design/flow/constraint.sdc
export NUM_CORES = 4
export LEC_CHECK = 1
export CORE_UTILIZATION = 40
```
`design/flow/constraint.sdc`:
```
current_design toggle_bank

set clk_period 1.5
set clk_io_pct 0.2

create_clock -name clk0 -period $clk_period [get_ports {clk}]

set non_clock_inputs [all_inputs -no_clocks]
set_input_delay [expr $clk_period * $clk_io_pct] -clock clk0 $non_clock_inputs
set_output_delay [expr $clk_period * $clk_io_pct] -clock clk0 [all_outputs]
```
`design/flow/design.v`:
```
module toggle_bank (
    input logic clk,               
    input logic nRST,              
    input logic clear,             
    input logic [15:0] btn_raw,    
    output logic [15:0] data_out   
);
    logic [15:0] q1, q2;
    logic [15:0] btn_pulse;
    genvar i;
    generate
        for (i = 0; i < 16; i++) begin : btn_logic
            always_ff @(posedge clk, negedge nRST) begin
                if (!nRST) begin
                    q1[i] <= 1'b0;
                    q2[i] <= 1'b0;
                end else begin
                    q1[i] <= btn_raw[i];
                    q2[i] <= q1[i];
                end
            end
            assign btn_pulse[i] = q1[i] && !q2[i];  
            always_ff @(posedge clk, negedge nRST) begin
                if (!nRST) begin
                    data_out[i] <= 1'b0;       
                end else if (clear) begin
                    data_out[i] <= 1'b0;       
                end else if (btn_pulse[i]) begin
                    data_out[i] <= ~data_out[i];  
                end
            end
        end
    endgenerate
endmodule
```
`design/flow/run.sh`:
```
#!/bin/bash
# OpenROAD 26Q1-2900-gdf79404cd8, Yosys 0.63+post, stock flow scripts
make -C /OpenROAD-flow-scripts/flow DESIGN_CONFIG=/design/flow/config.mk WORK_HOME=/design/flow/orfs finish
```
==> results.ini <==
[setup_path]
cp-start-kind=flop
combined_buffer_and_inverter_count_along_the_critical_path=1
crit_slowest_cell=sky130_fd_sc_hd__clkdlybuf4s50_1
cp-end-kind=output port
worstSetupPathType=reg -> out
path_max_fanout=3
path_delay_family=buffers and inverters
cp.required_ns=1.20
max_stage_delay_ns=0.48
cp_data_arrival_time_ns=1.15
cp_cell_sequence=clkdlybuf4s50_1

[drt]
finalWirelength_mm=2.44
drtPass1Iterations=2
antenna_violating_nets_post_route=0
wl_per_cell_um=11.8
remaining_drc_errors=0
insertedDiodeCount=0
routed_via_density=4.49
drt_iter0_drc=28
detailroute.via_count=929

[final_layout]
flow.area_growth_from_synthesis_pct=29.7
final_cell_area_um2=2220
drive_above_1_share_pct=20.4

[yosys]
synthesis.area_per_instance_um2=14.9
netlist_instances=115
netlist_area_um2=1710
edff_count_synth=0
post-synth-top-count-cell=sky130_fd_sc_hd__dfrtp_1
synth_top_area_share_pct=70.2
synth_warnings=1
ys_top_cells_by_count=sky130_fd_sc_hd__dfrtp_1 (48), sky130_fd_sc_hd__nor2b_1 (26), sky130_fd_sc_hd__nor2_1 (15)
synth_flop_count=48
synth-area-yosys_um2=1710
synthTopCellsByArea=sky130_fd_sc_hd__dfrtp_1 (70%), sky130_fd_sc_hd__nor2b_1 (9.5%), sky130_fd_sc_hd__mux2_2 (7.2%)
ys_seq_share_pct=70.2
synth_area_leader_cell=sky130_fd_sc_hd__dfrtp_1
yosys-stat-cells=115
asyncSetResetFlopFracSynth_pct=100
ff_type=sky130_fd_sc_hd__dfrtp_1
synth.distinct_cells=10

[placement]
dp_hpwl_mm=1.59
postPlaceCellArea_um2=2110
place_congestion=0.638
detailedPlace.worstSlack_ns=-0.0148
place.port_buffers=34

[pwr]
power_consumption_mw=2.32
power_per_cell_area_nw_per_um2=1040
total_leakage_power_nw=0.982
vdd_drop_max_v=0.000502

[grt]
grt_start_max_net_pins=49
grt_pass1_vias=912
grt_remaining_overflow=0
initial_antenna_violation_count=0
grtUsageTotal_pct=12.1
grt_pass1_wl_mm=3.95

[floorplanning]
i_o_pin_cnt=35
fp.dieArea_um2=4540
die-width_um=67.4
floorplan.core_util_pct=42.2
core_region_area_um2=4060
std_cell_rows=23
die_y_um=67.4

[sta]
setup_viol_count_final=0
grt_setup_unrepaired=false
min_clock_period_post_route_ns=1.45
slew_headroom_pct=54.1
hold_ws_ns=0.0448
maxSlewViolCount=0
timing.fmax_ghz=0.689
tightestPinTransition_ns=0.686
min_period_over_period_pct=96.8
tns_ns=0
smallest_setup_slack_after_layout_ns=0.0482
fin_worst_skew_ns=0.00218
number_of_hold_violations_in_the_final_report=0

[job]
max_cap_violations=0
log.warning_count=26

[clock_network]
worst_setup_hold_path_clk_slew_ns=0.07
clock.latency.late_pin_ns=0.28
cts_resized=0
numCtsBuffers=5
cts-root-buf=sky130_fd_sc_hd__clkbuf_8
clock-sinks=48
cts.htree.levels=2
cts_setup_buffers=0
clock_tree.buffer_depth=2
tritoncts_clock_tree=done

[run_status]
outcome=completed

[hold_path]
timing.hold.worst.class=in -> async

## logic make-up (layout without fill, tap and decap cells)
| group | count (synthesis) | in the layout | share of synthesized area (%) |
|---|---|---|---|
| AND/OR/NAND/NOR | 48 | 48 | 16.2 |
| flip-flops | 48 | 48 | 70.2 |
| buffers and inverters | 3 | 45 | 1.97 |
| multiplexers | 16 | 16 | 11.6 |
## cell type report
type	count	area (um^2)
Sequential cell	48	1200
Fill cell	328	1840
Tap cell	50	62.6
Clock buffer	5	68.8
Timing Repair Buffer	40	410
Multi-Input combinational cell	64	477
## per-stage QoR
step                utilization (%)  cells
global placement               52.0    199
CTS                            53.7    204
floorplan                         -    115
global route                   54.7    207
detailed placement             52.0    199
finish                         54.7    207
## layout by cell type (no fill, tap or decap), drive strengths merged
cell	count
buf	5
nor2b	30
dfrtp	48
clkdlybuf4s50	33
nor2	16
and2b	2
mux2	16
clkbuf	5
dlygate4sd3	2
## final timing paths
kind	end	start	depth (start not counted)	slack [ns]
max	data_out[14]	data_out[14]	1	0.05
min	q2[4]	nRST	3	0.04
max reg2reg	data_out[12]	q2[12]	2	0.54
min reg2reg	q2[14]	q1[14]	0	0.37
max in group asynchronous	data_out[0]	nRST	3	0.36
min in group clk0	q2[14]	q1[14]	0	0.37
## metal layers
metal,vias up,part of all wire [%],track usage (%)
met5,-,0,0
met4,0,2.3,2.66
met3,8,4.1,2.74
met2,20,45,19.4
met1,455,49,17.8
li1,446,-,-
## worst reg2reg max path, stage by stage, from the launching register on
cell                      delay [ns]
sky130_fd_sc_hd__dfrtp_1        0.37
sky130_fd_sc_hd__nor2b_1        0.14
sky130_fd_sc_hd__mux2_2         0.34
## state kept, by name (all words and copies together) (netlist names)
| name | cells |
|---|---|
| q2 | 16 |
| data_out | 16 |
| q1 | 16 |
## power breakdown
part           internal, mW  leakage, nW  switching (mW)  total (mW)
registers              1.37        0.585          0.0395        1.41
logic                 0.178        0.361          0.0769       0.255
clock network         0.300       0.0359           0.353       0.654
Power is estimated from default activity; no workload was simulated.
